## config.mk

```make
export PLATFORM = sky130hd
export DESIGN_NAME = circuit
export DESIGN_NICKNAME = circuit
export VERILOG_FILES = /design/flow/design.v
export SDC_FILE = /design/flow/constraint.sdc
export NUM_CORES = 4
export LEC_CHECK = 1
export CORE_UTILIZATION = 40
```

## design.v

```verilog
module circuit
(A,B,B_CIN,C,D,CARRYIN,M,P,CARRYOUT,CARRYOUTF,
clk,OPMODE,CEA,CEB,CEC,CECARRYIN,CED,CEM,
CEOPMODE,CEP,RSTA,RSTB,RSTC,RSTCARRYIN,RSTD,
RSTM,RSTOPMODE,RSTP,BCOUT,PCIN,PCOUT);
parameter width=48;
parameter A0REG=0;
parameter A1REG=1;
parameter B0REG=0;
parameter B1REG=1;
parameter CREG=1;
parameter DREG=1;
parameter MREG=1;
parameter PREG=1;
parameter CARRYINREG=1;
parameter CARRYOUTREG=1;
parameter OPMODEREG=1;
parameter B_INPUT="DIRECT";
parameter CARRYINSEL="OPMODE5" ;
parameter RSTTYPE="SYNC";
input [17:0] A,B,D,B_CIN;
input [7:0] OPMODE;
input [47:0] C,PCIN;
input clk,CARRYIN,RSTA,RSTB,RSTM,RSTP,RSTC,
RSTD,RSTCARRYIN,RSTOPMODE,CEA,CEB,CEM,CEP,
CEC,CED,CECARRYIN,CEOPMODE;
output  [17:0]  BCOUT;
output  [47:0]  P,PCOUT;
output  [35:0]  M;
output  CARRYOUT,CARRYOUTF;
wire [17:0] A2;
wire [17:0] B2;
wire [17:0] D2;
wire [47:0] C2;
wire [17:0] A3;
wire [17:0] B3;
wire [17:0] BD;
wire [17:0] BD1;
wire [17:0] BD2;
wire[35:0] M1;
wire [35:0] M2;
wire CYL1;
wire CIN;
wire [47:0] A_SEL;
wire [47:0] A_SEL2;
wire [47:0] P1;
wire [47:0] P2;
wire CYO1;
wire [7:0] OPMODE2;
reg_and_mux_8bits  #(.RSTTYPE(RSTTYPE),.sel(OPMODEREG)) OPMODE_REG(.in(OPMODE),.out(OPMODE2),.enclk(CEOPMODE),.rst(RSTOPMODE),.clk(clk));
reg_and_mux_18bits #(.RSTTYPE(RSTTYPE),.sel(A0REG)) A0_REG(.in(A),.out(A2),.enclk(CEA),.rst(RSTA),.clk(clk));
reg_and_mux_18bits #(.RSTTYPE(RSTTYPE),.sel(B0REG)) B0_REG(.in(B2),.out(B3),.enclk(CEB),.rst(RSTB),.clk(clk));
reg_and_mux_18bits #(.RSTTYPE(RSTTYPE),.sel(DREG)) D_REG(.in(D),.out(D2),.enclk(CED),.rst(RSTD),.clk(clk));
reg_and_mux_48bits #(.RSTTYPE(RSTTYPE),.sel(CREG)) C_REG(.in(C),.out(C2),.enclk(CEC),.rst(RSTC),.clk(clk));
reg_and_mux_18bits #(.RSTTYPE(RSTTYPE),.sel(A1REG)) A1_REG(.in(A2),.out(A3),.enclk(CEA),.rst(RSTA),.clk(clk));
reg_and_mux_18bits #(.RSTTYPE(RSTTYPE),.sel(B1REG)) B1_REG(.in(BD1),.out(BD2),.enclk(CEB),.rst(RSTB),.clk(clk));
reg_and_mux_36bits #(.RSTTYPE(RSTTYPE),.sel(MREG)) M_REG(.in(M1),.out(M2),.enclk(CEM),.rst(RSTM),.clk(clk));
reg_and_mux_1 #(.RSTTYPE(RSTTYPE),.sel(CARRYINREG)) CYL(.in(CYL1),.out(CIN),.enclk(CECARRYIN),.rst(RSTCARRYIN),.clk(clk));
reg_and_mux_48bits #(.RSTTYPE(RSTTYPE),.sel(PREG)) P_REG(.in(P1),.out(P2),.enclk(CEP),.rst(RSTP),.clk(clk));
reg_and_mux_1 #(.RSTTYPE(RSTTYPE),.sel(CARRYOUTREG)) CYO(.in(CIN),.out(CYO1),.enclk(CECARRYIN),.rst(RSTCARRYIN),.clk(clk));
assign B2 =(B_INPUT=="DIRECT")? B:B_CIN;
assign BD = (OPMODE2[6]==1'b0)? (D2+B3):(D2-B3);
assign BD1 = (OPMODE2[4]==1'b1)? BD:B3;
assign BCOUT = BD2;
assign M1 = A3*BD2;
assign M = (MREG==1'b1)? M2:M1;
assign CYL1 = (CARRYINSEL=="OPMODE5")? 
OPMODE2[5]:(CARRYINSEL=="CARRYIN")? 
CARRYIN:1'b0;
assign A_SEL = (OPMODE2[1:0]==2'b01)?
{12'b0000_0000_0000,M2}:(OPMODE2[1:0]==2'b10)?
PCOUT:(OPMODE2[1:0]==2'b11)?
{D,A,B}:{width{1'b0}};
assign A_SEL2 = (OPMODE2[3:2]==2'b01)?
PCIN:(OPMODE2[3:2]==2'b10)?
PCOUT:(OPMODE2[3:2]==2'b11)?
C2:{width{1'b0}};
assign P1 = (OPMODE2[7]==1'b1)? (A_SEL2-(A_SEL+CIN)):(A_SEL2+A_SEL);
assign P = P2;
assign PCOUT = P2;
assign CARRYOUT = CYO1;
assign CARRYOUTF = CYO1;
endmodule
module reg_and_mux_18bits(in,out,enclk,rst,clk);
parameter width=18;
parameter sel=0;
parameter RSTTYPE="SYNC";
input clk,rst,enclk;
input [17:0] in;
output [17:0] out;
reg [17:0] in_reg;
    generate
    if (RSTTYPE == "ASYNC") begin 
        always @(posedge clk or posedge rst) begin
            if(enclk==1'b1) begin
            if (rst)
                in_reg <= {width{1'b0}};
            else
                in_reg <= in;
        end
        end
    end else begin 
        always @(posedge clk) begin
            if(enclk==1'b1) begin
            if (rst)
                in_reg <= {width{1'b0}};
            else
                in_reg <= in;
            end
        end
    end
     endgenerate
assign out = (sel==1'b1)? in_reg:in;
endmodule
module reg_and_mux_1(in,out,enclk,rst,clk);
parameter sel=0;
parameter RSTTYPE="SYNC";
input clk,rst,enclk;
input in;
output out;
reg clk_enable;
reg in_reg;
    generate
    if (RSTTYPE == "ASYNC") begin 
        always @(posedge clk or posedge rst) begin
            if(enclk==1'b1) begin
            if (rst)
                in_reg <= 1'b0;
            else
                in_reg <= in;
            end
        end
    end else begin 
        always @(posedge clk) begin
            if(enclk==1'b1) begin
            if (rst)
                in_reg <= 1'b0;
            else
                in_reg <= in;
            end
        end
    end
     endgenerate
assign out = (sel==1'b1)? in_reg:in;
endmodule
module reg_and_mux_36bits(in,out,enclk,rst,clk);
parameter width=36;
parameter sel=0;
parameter RSTTYPE="SYNC";
input clk,rst,enclk;
input [35:0] in;
output [35:0] out;
reg [35:0] in_reg;
    generate
    if (RSTTYPE == "ASYNC") begin 
        always @(posedge clk or posedge rst) begin
            if(enclk==1'b1) begin
            if (rst)
                in_reg <= {width{1'b0}};
            else
                in_reg <= in;
        end
        end
    end else begin 
        always @(posedge clk) begin
            if(enclk==1'b1) begin
            if (rst)
                in_reg <= {width{1'b0}};
            else
                in_reg <= in;
            end
        end
    end
     endgenerate
assign out = (sel==1'b1)? in_reg:in;
endmodule
module reg_and_mux_48bits(in,out,enclk,rst,clk);
parameter width=48;
parameter sel=0;
parameter RSTTYPE="SYNC";
input clk,rst,enclk;
input [47:0] in;
output [47:0] out;
reg [47:0] in_reg;
    generate
    if (RSTTYPE == "ASYNC") begin 
        always @(posedge clk or posedge rst) begin
            if(enclk==1'b1) begin
            if (rst)
                in_reg <= {width{1'b0}};
            else
                in_reg <= in;
        end
        end
    end else begin 
        always @(posedge clk) begin
            if(enclk==1'b1) begin
            if (rst)
                in_reg <= {width{1'b0}};
            else
                in_reg <= in;
            end
        end
    end
     endgenerate
assign out = (sel==1'b1)? in_reg:in;
endmodule
module reg_and_mux_8bits(in,out,enclk,rst,clk);
parameter width=8;
parameter sel=0;
parameter RSTTYPE="SYNC";
input clk,rst,enclk;
input [7:0] in;
output [7:0] out;
reg [7:0] in_reg;
    generate
    if (RSTTYPE == "ASYNC") begin 
        always @(posedge clk or posedge rst) begin
            if(enclk==1'b1) begin
            if (rst)
                in_reg <= {width{1'b0}};
            else
                in_reg <= in;
        end
        end
    end else begin 
        always @(posedge clk) begin
            if(enclk==1'b1) begin
            if (rst)
                in_reg <= {width{1'b0}};
            else
                in_reg <= in;
            end
        end
    end
     endgenerate
assign out = (sel==1'b1)? in_reg:in;
endmodule
```

## constraint.sdc

```tcl
current_design circuit

set clk_period 13.2
set clk_io_pct 0.2

create_clock -name clk0 -period $clk_period [get_ports {clk}]

set non_clock_inputs [all_inputs -no_clocks]
set_input_delay [expr $clk_period * $clk_io_pct] -clock clk0 $non_clock_inputs
set_output_delay [expr $clk_period * $clk_io_pct] -clock clk0 [all_outputs]
```

## run.sh

```bash
#!/bin/bash
# OpenROAD 26Q1-2900-gdf79404cd8, Yosys 0.63+post, stock flow scripts
make -C /OpenROAD-flow-scripts/flow DESIGN_CONFIG=/design/flow/config.mk WORK_HOME=/design/flow/orfs finish
```

==> impl_metrics.csv <==
group,metric,value,unit
route,via_count,21950,
floorplan,initCoreUtil,40.64,%
route,dr.pass1.iters,7,
clocking,htreeDepth,4,
finish,finalNonFillerCells,4088,
yosys,yosys_most_used_dff,"edfxtp_1",
yosys,ys_ff,196,
clocking,cts_buffer_depth,2,
placed_design,place_congestion,0.9799,
route,wl_per_cell,21.24,um
finish,seqCellArea,0.005886,sq mm
worst_setup_path,rr_endpoint,"M_REG.in_reg[30]$_SDFFCE_PP0P_",
power_and_ir_drop,ir_worst_vdd,0.3304,mV
route,ant_nets,0,
yosys,postSynthCellCount,2991,
final_timing,layout_min_cycle_time,7.268,ns
final_timing,relSlewSlack,37.97,%
status,status,"complete, no violations",
clocking,cts_buffers,17,
finish,synthToLayoutAreaGrowth,15.93,%
yosys,synth-warning-count,6,
finish,final_common_cell,"inv_1",
final_timing,fin_crit_sh,55.06,%
floorplan,io_pins,346,
clocking,cts.sinks,196,
route,drc,0,
route,drt_iter0_markers,1081,
worst_setup_path,critPathLaunchType,"register",
final_timing,setup_violations,0,
yosys,edf_count,196,
clocking,hold_buffers,0,
final_timing,final-max-slew-violation-count,0,
yosys,yosys_cells,2991,
floorplan,dieWidth,263.9,um
min_path,hold_depth,1,
global_route,antenna_found_initial,1,
worst_setup_path,worstSetupPathType,"reg -> reg",
clocking,cts_resized,0,
placed_design,hpwl,70040,um
clocking,clkTransAtPathRegs,0.08,ns
floorplan,fp.dieH,263.9,um
global_route,grt_max_degree,63,
final_timing,hold_viol_final,0,
floorplan,core.rowCount,95,
flow_run,warnings,89,
clocking,post_cts_buffers,0,
clocking,clk_latency,0.48,ns
min_path,hold_path_class,"reg -> reg",
clocking,cts_tree,"done",
yosys,synth_cell_types,84,
worst_setup_path,cp.arrival,7.49,ns
final_timing,fin_skew,0.01045,ns
flow_run,drv_cap,0,
worst_setup_path,end_kind,"register",
placed_design,io_buffers,326,
final_timing,fmax,137.6,MHz
global_route,grt_usage,26.61,%
finish,nFillCells,6275,
finish,drive_gt1_share,6.128,%
worst_setup_path,crit_required,13.42,ns
yosys,yosysChipArea,0.02744,sq mm
route,via_per_inst,5.370,
floorplan,die-area,0.06965,sq mm
global_route,first_global_vias,22710,
min_path,min_to,"CYL.in_reg$_SDFFCE_PP0P_",
min_path,min_from,"OPMODE_REG.in_reg[5]$_SDFFCE_PP0P_",
yosys,synth_area,0.02744,sq mm
global_route,overflow,0,
yosys,synth_area_per_cell,9.175,sq um
placed_design,place_inst,4056,
final_timing,setup_tns,0,ns
power_and_ir_drop,power.leakage,0.01439,uW
finish,layout_top_cells,"inv_1 (439), clkdlybuf4s50_1 (322), ha_1 (265)",
route,wirelength,86840,um
worst_setup_path,critPathMaxFanout,18,
final_timing,worst_pin_slew,0.9304,ns
worst_setup_path,r2r_setup_slack,5.93,ns
floorplan,core,0.06751,sq mm
worst_setup_path,regToRegStartpoint,"A1_REG.in_reg[10]$_SDFFCE_PP0P_",
route,diodes,0,
worst_setup_path,reg2reg_depth,20,
finish,logic_area,0.01906,sq mm
final_timing,rsz0062_at_grt,"no",
clocking,cts_root_buffer,"clkbuf_16",
yosys,async_flop_share,0,%
final_timing,hold_ws,0.5433,ns
yosys,postSynthSeqShare,21.45,%
global_route,grt_pass1_wl,134400,um
power_and_ir_drop,p_per_area,261.2,mW/mm^2
how the worst max path moves through the flow:
stage                                    from                             end  cells after the start
finish        A1_REG.in_reg[10]$_SDFFCE_PP0P_  M_REG.in_reg[30]$_SDFFCE_PP0P_                     20
CTS           A1_REG.in_reg[10]$_SDFFCE_PP0P_  M_REG.in_reg[30]$_SDFFCE_PP0P_                     20
global route  A1_REG.in_reg[10]$_SDFFCE_PP0P_  M_REG.in_reg[30]$_SDFFCE_PP0P_                     20
through the flow:
step	worst slack [ns]	utilization, %	total power (uW)	instance area [sq um]
floorplan	6.934	-	5682	27440
global placement	5.664	46.31	7840	31270
detailed placement	5.655	46.31	7748	31270
CTS	5.871	47.12	8381	31810
global route	5.530	47.12	9164	31810
finish	5.932	47.12	8309	31810
synth_stat cells (all sizes together), types with 87 or more instances:
cell	n	share of area, %
and2	150	3.4
edfxtp	196	21
nor2	171	2.3
xnor2	93	3.0
mux2	87	3.6
inv	439	6.0
nor2b	124	2.8
fa	260	19
clkbuf	121	1.7
nand2	263	3.6
a21oi	132	2.4
ha	265	12
critical path, cell delays in order (launching register included):
cell,delay (ns)
edfxtp_1,0.96
nand2_1,0.18
fa_1,0.56
fa_1,0.60
fa_1,0.45
fa_1,0.55
inv_1,0.05
fa_1,0.49
inv_1,0.06
fa_1,0.49
inv_1,0.05
ha_1,0.36
a21o_1,0.19
a221oi_1,0.37
o21ai_0,0.18
a211oi_1,0.32
nor3b_1,0.33
o31ai_1,0.20
o41ai_1,0.35
xor2_1,0.21
nor2_1,0.05
metal layers:
layer | wire length (um) | track usage, %
met3 | 6147 | 6.516
met2 | 42570 | 44.13
met4 | 2205 | 5.280
met5 | 0 | 0.3465
met1 | 35920 | 36.58
layout make-up:
| cell class | count | area share (%) |
|---|---|---|
| Multi-Input combinational cell | 2176 | 59.91 |
| Timing Repair Buffer | 371 | 11.26 |
| Inverter | 440 | 5.192 |
| Sequential cell | 196 | 18.50 |
| Tap cell | 873 | 3.434 |
| Clock inverter | 13 | 0.3500 |
| Clock buffer | 19 | 1.361 |
report_power, final:
group          internal [uW]  switching (uW)  total (uW)
registers                943             186        1130
clock network            248             274         522
logic                   2770            3890        6660
total                   3960            4350        8310
kinds of logic after synthesis:
| group | synth area share, % |
|---|---|
| mux | 4.555 |
| xor+xnor | 4.213 |
| buf+inv | 9.156 |
| compound gates | 14.08 |
| fa+ha+maj | 31.05 |
| simple gates | 15.49 |
| flops | 21.45 |
No activity file was given, so power comes from the tool's default toggle rates.
